### design/flow/run.sh
#!/bin/bash
# OpenROAD 26Q1-2900-gdf79404cd8, Yosys 0.63+post, stock flow scripts
make -C /OpenROAD-flow-scripts/flow DESIGN_CONFIG=/design/flow/config.mk WORK_HOME=/design/flow/orfs finish
### design/flow/constraint.sdc
current_design vga

set clk_period 3.3
set clk_io_pct 0.2

create_clock -name clk0 -period $clk_period [get_ports {clk}]

set non_clock_inputs [all_inputs -no_clocks]
set_input_delay [expr $clk_period * $clk_io_pct] -clock clk0 $non_clock_inputs
set_output_delay [expr $clk_period * $clk_io_pct] -clock clk0 [all_outputs]
### design/flow/config.mk
export PLATFORM = sky130hd
export DESIGN_NAME = vga
export DESIGN_NICKNAME = vga
export VERILOG_FILES = /design/flow/design.v
export SDC_FILE = /design/flow/constraint.sdc
export NUM_CORES = 4
export LEC_CHECK = 1
export CORE_AREA = 10 10 108 108
export DIE_AREA = 0 0 118 118
### design/flow/design.v
module vga(
    clk,
    reset,
    h_counter_next,
    h_sync,
    v_counter_next,
    v_sync,
    will_display
);
    parameter HORIZONTAL_SYNC_POLARITY = 1'b0;
    parameter TIME_HORIZONTAL_VIDEO = 640;
    parameter TIME_HORIZONTAL_FRONT_PORCH = 16;
    parameter TIME_HORIZONTAL_SYNC_PULSE = 96;
    parameter TIME_HORIZONTAL_BACK_PORCH = 48;
    parameter TIME_HORIZONTAL =
        TIME_HORIZONTAL_VIDEO +
        TIME_HORIZONTAL_FRONT_PORCH +
        TIME_HORIZONTAL_SYNC_PULSE +
        TIME_HORIZONTAL_BACK_PORCH;
    parameter VERTICAL_SYNC_POLARITY = 1'b0;
    parameter TIME_VERTICAL_VIDEO = 480;
    parameter TIME_VERTICAL_FRONT_PORCH = 10;
    parameter TIME_VERTICAL_SYNC_PULSE = 2;
    parameter TIME_VERTICAL_BACK_PORCH = 33;
    parameter TIME_VERTICAL =
        TIME_VERTICAL_VIDEO +
        TIME_VERTICAL_FRONT_PORCH +
        TIME_VERTICAL_SYNC_PULSE +
        TIME_VERTICAL_BACK_PORCH;
    parameter HORIZONTAL_COUNTER_WIDTH = 10;
    parameter VERTICAL_COUNTER_WIDTH = 10;
    input clk, reset;
    output reg [HORIZONTAL_COUNTER_WIDTH-1:0] h_counter_next;
    output h_sync;
    output reg [VERTICAL_COUNTER_WIDTH-1:0] v_counter_next;
    output v_sync;
    output will_display;
    reg [HORIZONTAL_COUNTER_WIDTH-1:0] h_counter;
    reg [VERTICAL_COUNTER_WIDTH-1:0] v_counter;
    assign h_sync =
        ((h_counter >= (TIME_HORIZONTAL_VIDEO + TIME_HORIZONTAL_FRONT_PORCH)) &&
            (h_counter < (TIME_HORIZONTAL_VIDEO + TIME_HORIZONTAL_FRONT_PORCH + TIME_HORIZONTAL_SYNC_PULSE))) ?
        HORIZONTAL_SYNC_POLARITY : ~HORIZONTAL_SYNC_POLARITY;
    assign v_sync =
        ((v_counter >= (TIME_VERTICAL_VIDEO + TIME_VERTICAL_FRONT_PORCH)) &&
            (v_counter < (TIME_VERTICAL_VIDEO + TIME_VERTICAL_FRONT_PORCH + TIME_VERTICAL_SYNC_PULSE))) ?
        VERTICAL_SYNC_POLARITY : ~VERTICAL_SYNC_POLARITY;
    assign will_display = h_counter_next < TIME_HORIZONTAL_VIDEO && v_counter_next < TIME_VERTICAL_VIDEO;
    always @* begin
        if (reset) begin
            h_counter_next = 0;
            v_counter_next = 0;
        end else begin
            if (h_counter == TIME_HORIZONTAL - 1) begin
                h_counter_next = 0;
                if (v_counter == TIME_VERTICAL - 1)
                    v_counter_next = 0;
                else
                    v_counter_next = v_counter + 1;
            end else
                h_counter_next = h_counter + 1;
        end
    end
    always @(posedge clk) begin
        h_counter <= h_counter_next;
        v_counter <= v_counter_next;
    end
endmodule
==> node_exporter_impl.prom <==
# HELP chip_impl_metric Implementation results
# TYPE chip_impl_metric gauge
chip_impl_metric{name="first_global_vias",unit=""} 883
chip_impl_info{name="timing_worst_setup_path_type",value="reg2out"} 1
chip_impl_metric{name="final_min_period_over_clock_period",unit="%"} 86.6
chip_impl_metric{name="log.warning_count",unit=""} 29
chip_impl_metric{name="timing.setup.tns",unit="ns"} 0
chip_impl_metric{name="vias_per_cell",unit=""} 3.24
chip_impl_metric{name="flow.area_growth_from_synthesis",unit="%"} 40.1
chip_impl_info{name="final_layout_top_logic_cells",value="sky130_fd_sc_hd__clkdlybuf4s50_1, sky130_fd_sc_hd__dfxtp_1, sky130_fd_sc_hd__nor2_1"} 1
chip_impl_metric{name="critPathMaxFanout",unit=""} 11
chip_impl_metric{name="worstSkewPairLatency",unit="ns"} 0.25
chip_impl_metric{name="drc",unit=""} 0
chip_impl_metric{name="power_switching",unit="mW"} 0.0988
chip_impl_metric{name="logic_area",unit="µm²"} 519
chip_impl_info{name="hold_path_startpoint",value="h_counter[0]"} 1
chip_impl_metric{name="syn_inst",unit=""} 119
chip_impl_info{name="worst_hold_path.endpoint",value="h_counter[0]"} 1
chip_impl_metric{name="top_level_ports",unit=""} 25
chip_impl_metric{name="totalPowerFinal",unit="mW"} 0.450
chip_impl_metric{name="diodes",unit=""} 0
chip_impl_metric{name="fp-row-count",unit=""} 35
chip_impl_metric{name="drt.antenna.violating_nets",unit=""} 0
chip_impl_metric{name="post_synthesis_chip_area_from_yosys",unit="µm²"} 1100
chip_impl_metric{name="num_vias",unit=""} 888
chip_impl_metric{name="finalHoldViolations",unit=""} 0
chip_impl_metric{name="die_area",unit="µm²"} 13900
chip_impl_metric{name="slew_headroom",unit="%"} 82.8
chip_impl_metric{name="worst_hold_slack",unit="ns"} 0.549
chip_impl_info{name="outcome",value="completed"} 1
chip_impl_metric{name="cts_inserted_buffers",unit=""} 3
chip_impl_metric{name="grt_first_pass_wirelength",unit="µm"} 4670
chip_impl_metric{name="placeableCoreArea",unit="µm²"} 9280
chip_impl_metric{name="p_leak",unit="nW"} 0.567
chip_impl_metric{name="finalWirelength",unit="µm"} 2800
chip_impl_metric{name="place.detailed.hpwl",unit="µm"} 2250
chip_impl_metric{name="regArea",unit="µm²"} 551
chip_impl_metric{name="overflow",unit=""} 0
chip_impl_metric{name="initial_utilization",unit="%"} 11.9
chip_impl_info{name="worst_r2r_startpoint",value="h_counter[0]"} 1
chip_impl_metric{name="fin_worst_skew",unit="ns"} 0.00459
chip_impl_metric{name="combinationalPowerShare",unit="%"} 7.5
chip_impl_metric{name="count_of_buffers_inserted_at_the_top_level_ports",unit=""} 24
chip_impl_metric{name="synthDistinctLibCells",unit=""} 30
chip_impl_metric{name="setup_viol_count_final",unit=""} 0
chip_impl_metric{name="route.detailed.wl_per_inst",unit="µm"} 10.2
chip_impl_metric{name="cts_max_path_buffers",unit=""} 2
chip_impl_metric{name="power.share.sequential",unit="%"} 57.6
chip_impl_metric{name="number_of_maximum_capacitance_constraint_violations",unit=""} 0
chip_impl_metric{name="clk_transition_reported_paths",unit="ns"} 0.07
chip_impl_metric{name="die_width",unit="µm"} 118
chip_impl_metric{name="drt-pass1-iter-count",unit=""} 4
chip_impl_metric{name="finalMaxSlewViolations",unit=""} 0
chip_impl_metric{name="ys_cells",unit=""} 119
chip_impl_metric{name="worst-slew-pin-transition",unit="ns"} 0.258
chip_impl_metric{name="hold_buffers",unit=""} 0
chip_impl_metric{name="synth_flops",unit=""} 30
chip_impl_metric{name="vdd_ir_drop_max",unit="mV"} 0.141
chip_impl_metric{name="place_congestion",unit=""} 0.812
chip_impl_metric{name="antenna_violations_before_repair",unit=""} 0
chip_impl_info{name="clk_root_buffer_cell",value="sky130_fd_sc_hd__clkbuf_8"} 1
chip_impl_metric{name="drt_iter0_markers",unit=""} 51
chip_impl_metric{name="clkPwrFrac",unit="%"} 35.0
chip_impl_metric{name="grt_util_all_layers",unit="%"} 4.01
chip_impl_metric{name="whs_path_depth",unit=""} 1
chip_impl_metric{name="unclocked_pins",unit=""} 10
chip_impl_metric{name="maxClockFrequency",unit="MHz"} 350
chip_impl_info{name="critical_path.reg2reg.endpoint",value="h_counter[1]"} 1
chip_impl_metric{name="timing.reg2reg.worst_path_depth",unit=""} 5
chip_impl_metric{name="number_of_unconstrained_endpoints",unit=""} 30
chip_impl_info{name="tritoncts",value="yes"} 1
chip_impl_info{name="setup_crit_start_kind",value="flip-flop"} 1
chip_impl_metric{name="r2r_setup_slk",unit="ns"} 1.69
chip_impl_metric{name="critical_path_required",unit="ns"} 2.64
chip_impl_metric{name="die_h",unit="µm"} 118
chip_impl_metric{name="h-tree-depth",unit=""} 1
chip_impl_metric{name="post_synth.cell_area_avg",unit="µm²"} 9.25
chip_impl_metric{name="layout_cells_sized_above_1",unit="%"} 6.21
chip_impl_info{name="min_path_type",value="reg2reg"} 1
chip_impl_info{name="end_kind",value="output pin"} 1
chip_impl_metric{name="num-fill-cells",unit=""} 1075
chip_impl_info{name="final_layout_top_logic_cell",value="sky130_fd_sc_hd__clkdlybuf4s50_1"} 1
chip_impl_metric{name="cell_internal_pwr",unit="mW"} 0.351
chip_impl_metric{name="post-cts-setup-buffer-count",unit=""} 0
chip_impl_metric{name="power_per_cell_area",unit="nW/µm²"} 292
chip_impl_metric{name="final_util",unit="%"} 16.6
chip_impl_metric{name="grt_max_degree",unit=""} 12
chip_impl_metric{name="post_cts_resize_count",unit=""} 0
chip_impl_metric{name="finalCriticalPeriod",unit="ns"} 2.86
chip_impl_info{name="rsz0062_at_grt",value="false"} 1
chip_impl_metric{name="crit_arrival",unit="ns"} 2.20
chip_impl_metric{name="netlist_area",unit="µm²"} 1100
chip_impl_metric{name="yosysWarnings",unit=""} 1
chip_impl_metric{name="power.share.switching",unit="%"} 22.0
critical path: stages, from the launching register on:
cell                              delay (ns)
sky130_fd_sc_hd__dfxtp_1                0.35
sky130_fd_sc_hd__ha_1                   0.24
sky130_fd_sc_hd__and3_1                 0.24
sky130_fd_sc_hd__a41o_1                 0.32
sky130_fd_sc_hd__inv_2                  0.17
sky130_fd_sc_hd__and2_1                 0.16
sky130_fd_sc_hd__clkdlybuf4s50_1        0.46
synthesized netlist by cell type (all sizes together):
| cell type | number | share of area, % |
|---|---|---|
| dlxtn | 10 | 14 |
| ha | 5 | 5.7 |
| a211oi | 1 | 1.1 |
| and2 | 2 | 1.1 |
| a41o | 2 | 1.8 |
| nand4 | 5 | 2.8 |
| nor2 | 19 | 6.5 |
| or2 | 1 | 0.57 |
| nor3 | 3 | 1.4 |
| xor2 | 10 | 8.0 |
| or4 | 1 | 0.68 |
| dfxtp | 20 | 36 |
| o21ai | 2 | 0.91 |
| o311a | 1 | 0.91 |
| buf | 1 | 0.45 |
| or3 | 3 | 1.7 |
| a21oi | 3 | 1.7 |
| or4b | 1 | 0.91 |
| xnor2 | 3 | 2.4 |
| and4 | 1 | 0.80 |
| nand2 | 9 | 3.1 |
| clkbuf | 1 | 0.34 |
| a31o | 1 | 0.80 |
| and3 | 3 | 1.8 |
| nor3b | 1 | 0.68 |
| nand3 | 4 | 1.8 |
| inv | 6 | 2.0 |
power by group through the flow:
stage | registers [mW] | clock network [mW] | logic, mW
6_report | 0.259 | 0.157 | 0.0336
5_1_grt | 0.260 | 0.176 | 0.0386
4_1_cts | 0.259 | 0.165 | 0.0348
sequential cells by signal, indices dropped and copies added (netlist names):
| register | count |
|---|---|
| h_counter | 10 |
| v_counter_next | 10 |
| v_counter | 10 |
cells by family (layout without fill, tap and decap cells):
logic type      Yosys count  count (layout)  synth area share, %
compound gates           10              10                 7.27
latches                  10              10                 13.6
xor+xnor                 13              13                 10.3
simple gates             53              53                 23.9
fa+ha+maj                 5               5                 5.68
flops                    20              20                 36.4
buf+inv                   8              34                 2.84
metal layers:
metal | share of wire, % | routed length (µm) | GRT usage (%)
met1 | 49 | 1370 | 5.60
met2 | 44 | 1230 | 6.19
met3 | 6.6 | 184 | 1.26
met4 | 0.29 | 8 | 0.232
met5 | 0 | 0 | 0
area by class of cell:
class / count / share of cell area [%]
inverters: 6 / 1.46
multi-input cells: 81 / 33.7
flip-flops and latches: 30 / 35.7
repair buffers: 25 / 16.1
clock buffers: 3 / 2.68
well taps: 129 / 10.5
worst max-delay path by stage:
stage	cells after the start	to	from	slack (ns)
global route	6	h_counter_next[1]	h_counter[0]	0.29
CTS	6	h_counter_next[1]	h_counter[0]	0.42
finish	6	h_counter_next[1]	h_counter[0]	0.44
stage by stage:
stage          area (µm²)  instances  setup WS, ns
2_1_floorplan        1100        119          1.34
3_3_place_gp         1500        271         0.449
3_5_place_dp         1500        271         0.450
4_1_cts              1540        274         0.417
5_1_grt              1540        274         0.288
6_report             1540        274         0.442
No activity file was given, so power comes from the tool's default toggle rates.
